<file path="flow/config.mk">
export PLATFORM = sky130hd
export DESIGN_NAME = i2s
export DESIGN_NICKNAME = i2s
export VERILOG_FILES = /design/flow/design.v
export SDC_FILE = /design/flow/constraint.sdc
export NUM_CORES = 4
export LEC_CHECK = 1
export CORE_UTILIZATION = 40
export SYNTH_HDL_FRONTEND = slang
</file>
<file path="flow/constraint.sdc">
current_design i2s

set clk_period 5.1
set clk_io_pct 0.2

create_clock -name clk0 -period $clk_period [get_ports {mclk}]

set non_clock_inputs [all_inputs -no_clocks]
set_input_delay [expr $clk_period * $clk_io_pct] -clock clk0 $non_clock_inputs
set_output_delay [expr $clk_period * $clk_io_pct] -clock clk0 [all_outputs]
</file>
<file path="flow/design.v">
module i2s #(
    parameter MCLK_DIV_LRCK = 256,
    parameter MCLK_DIV_SCLK = 4,
    parameter WIDTH = 32
) (
    input wire arstn,
    input wire mclk,
    output wire lrck,
    output wire sclk,
    input wire sdin,
    output wire [WIDTH - 1 : 0] pldout,
    output wire [WIDTH - 1 : 0] prdout,
    output wire sdout,
    input wire [WIDTH - 1 : 0] pldin,
    input wire [WIDTH - 1 : 0] prdin
);
    wire lrck_b;
    assign lrck = lrck_b;
    wire sclk_b;
    assign sclk = sclk_b;
    i2s_clk #(
        .MCLK_DIV_LRCK (MCLK_DIV_LRCK),
        .MCLK_DIV_SCLK (MCLK_DIV_SCLK)
    ) i2s_clk_inst (
    	.arstn (arstn),
        .mclk  (mclk),
        .lrck  (lrck_b),
        .sclk  (sclk_b)
    );
    i2s_rx #(
        .WIDTH (WIDTH)
    ) i2s_rx_inst (
        .lrck   (lrck_b),
        .sclk   (sclk_b),
        .sdin   (sdin),
        .pldout (pldout),
        .prdout (prdout)
    );
    i2s_tx #(
        .WIDTH (WIDTH)
    ) i2s_tx_inst (
        .lrck  (lrck_b),
        .sclk  (sclk_b),
        .sdout (sdout),
        .pldin (pldin),
        .prdin (prdin)
    );
endmodule
module i2s_clk #(
    parameter MCLK_DIV_LRCK = 256,
    parameter MCLK_DIV_SCLK = 4
) (
    input wire arstn,
    input wire mclk,
    output wire lrck,
    output wire sclk
);
    reg [10 : 0] lrck_cnt;
    always @(posedge mclk, negedge arstn) begin
        if (arstn == 1'b0) begin
            lrck_cnt <= 0;
        end else begin
            if (lrck_cnt == MCLK_DIV_LRCK - 1) begin
                lrck_cnt <= 0;
            end else begin
                lrck_cnt <= lrck_cnt + 1;
            end
        end
    end
    assign lrck = (lrck_cnt < MCLK_DIV_LRCK / 2) ? 1'b0 : 1'b1;
    reg [10 : 0] sclk_cnt;
    always @(posedge mclk, negedge arstn) begin
        if (arstn == 1'b0) begin
            sclk_cnt <= 0;
        end else begin
            if (sclk_cnt == MCLK_DIV_SCLK - 1) begin
                sclk_cnt <= 0;
            end else begin
                sclk_cnt <= sclk_cnt + 1;
            end
        end
    end
    assign sclk = (sclk_cnt < MCLK_DIV_SCLK / 2) ? 1'b0 : 1'b1;
endmodule
module i2s_rx #(
    parameter WIDTH = 32
) (
    input wire lrck,
    input wire sclk,
    input wire sdin,
    output reg [WIDTH - 1 : 0] pldout,
    output reg [WIDTH - 1 : 0] prdout
);
    reg lrck_d1;
    reg lrck_d2;
    always @(posedge sclk) begin
        lrck_d1 <= lrck;
        lrck_d2 <= lrck_d1;
    end
    wire lrck_p;
    assign lrck_p = lrck_d1 ^ lrck_d2;
    reg [5 : 0] cnt;
    always @(negedge sclk) begin
        if (lrck_p) begin
            cnt <= 6'b0;
        end else begin
            cnt <= cnt + 6'b1;
        end
    end
    reg [WIDTH - 1 : 0] pdata;
    always @(posedge sclk) begin
        if (lrck_p) begin
            pdata <= {WIDTH {1'b0}};
        end else if (cnt < WIDTH) begin
            pdata[(WIDTH - 1) - cnt] <= sdin;
        end
    end
    always @(negedge sclk) begin
        if (lrck_p) begin
            if (lrck_d1) begin
                prdout <= pdata;
            end else begin
                pldout <= pdata;
            end
        end
    end
endmodule
module i2s_tx #(
    parameter WIDTH = 32
) (
    input wire lrck,
    input wire sclk,
    output wire sdout,
    input wire [WIDTH - 1 : 0] pldin,
    input wire [WIDTH - 1 : 0] prdin
);
    reg lrck_d1;
    reg lrck_d2;
    always @(posedge sclk) begin
        lrck_d1 <= lrck;
        lrck_d2 <= lrck_d1;
    end
    wire lrck_p;
    assign lrck_p = lrck_d1 ^ lrck_d2;
    reg [WIDTH - 1 : 0] pdata;
    always @(*) begin
        if (lrck_d1) begin
            pdata = prdin;
        end else begin
            pdata = pldin;
        end
    end
    reg [WIDTH - 1 : 0] piso;
    always @(negedge sclk) begin
        if (lrck_p) begin
            piso <= pdata;
        end else begin
            piso <= {piso[WIDTH - 2 : 0], 1'b0};
        end
    end
    assign sdout = piso[WIDTH - 1 : WIDTH - 1];
endmodule
</file>
<file path="flow/run.sh">
#!/bin/bash
# OpenROAD 26Q1-2900-gdf79404cd8, Yosys 0.63+post, stock flow scripts
make -C /OpenROAD-flow-scripts/flow DESIGN_CONFIG=/design/flow/config.mk WORK_HOME=/design/flow/orfs finish
</file>
==> results.yml <==
# physical design summary
outcome:
  outcome: "finished clean"
pwr:
  power_density_nw_per_um2: 55.7
  combinationalPowerShare: 0.159
  vdd_drop_max_mv: 0.189
  share_clk_of_total_power: 0.422
  leakage_uw: 0.00265
  power_frac_seq: 0.419
  netSwitchingFraction: 0.176
  intPower_uw: 343
  power_uw: 417
  power.net_switching_uw: 73.1
timing:
  rsz0062_at_grt: "no"
  maxClockFrequency_mhz: 315
  worst_slack_ns: 1.92
  final-max-slew-violation-count: 0
  hold_viol_final: 0
  period_minus_slack_ns: 3.18
  finalCritPeriodShare: 0.623
  worst_slew_pin_slew_ns: 0.852
  fin_skew_ns: 0.00379
  relSlewSlack: 0.432
  unconstrained_endpoints: 265
  setup_viol: 0
  final.setup.tns_ns: 0
  holdWs_ns: 0.463
  unclocked_regs: 136
clocking:
  clk_pin_slew_worst_paths_ns: 0.06
  clock-root-buffer: "clkbuf_16"
  post_cts_buffers: 0
  clockBufferDepth: 2
  cts_tree: "built"
  ctsHoldBuffers: 0
  cts_inserted_buffers: 3
  h-tree-depth: 1
  cts_resized: 0
  clkLatencyLatePin_ns: 0.25
synth:
  syn-instance-count: 490
  yosysTopAreaCell: "edfxtp_1"
  numSynthFlops: 158
  ys_seq_share: 0.666
  top_cell_area_share: 0.327
  synthFlopType: "dfxtp_1"
  yosys_area_um2: 5880
  edf_count: 64
  synthTopCellsByArea: "edfxtp_1 33%, dfxtp_1 25%, dfrtp_1 9.4%"
  synthTopCellsByCount: "72 x dfxtp_1, 69 x o21ai_0, 64 x edfxtp_1"
  synth.avg_cell_area_um2: 12.0
  ys_types: 35
  synth_area_um2: 5880
  synthArstFlopShare: 0.139
  yosys_warnings: 0
  synthMostInstantiatedCell: "dfxtp_1"
  yosys_cells: 490
setup_path:
  critical_path_class: "flop to primary output"
  worstPathRequired_ns: 4.08
  critical_path.max_fanout: 5
  cp_data_arrival_time_ns: 2.16
  crit_path_end_kind: "primary output"
  worstSetupStartpointType: "flop"
finish:
  fillerInstances: 1201
  final_core_util: 0.531
  area_delta_synth_final_pct: 27.3
  drive_above_1_share: 0.0345
floorplan:
  io_pins: 134
  die_h_um: 123
  die_x_um: 123
  core-area_um2: 14100
  die_area_um2: 15200
  rows: 43
  core_util_floorplan: 0.417
detailed_routing:
  drt-wirelength-per-cell_um: 13.8
  drt-total-wl_um: 10800
  drc: 0
  drt_iter0_markers: 180
  firstDrtPassIters: 4
  final_antenna_net_count: 0
  vias: 3941
  num_antenna_cells: 0
  routed_via_density: 4.99
flow_run:
  warning_count: 31
  drv_cap: 0
global_route:
  antenna_found_initial: 0
  overflow: 0
  grt_max_degree: 103
  grt_use_total: 0.157
  grt_pass1_wl_um: 18100
  grt_pass1_vias: 3652
placement:
  gp_congestion: 0.792
  post-place-ws_ns: 2.17
  hpwl_um: 7560
  port_buffers: 133
min_path:
  hold_path_class: "flop to flop"
## layout by cell type, fill, tap and decap left out, types with 4 or more instances in the layout
master / n
clkdlybuf4s50_1: 133
dfxtp_1: 71
o21ai_0: 69
edfxtp_1: 64
nand3_1: 42
nand2_1: 38
a21oi_1: 35
mux2i_1: 32
dfrtp_1: 22
xnor2_1: 11
nor2_1: 9
nand2b_1: 8
ha_1: 7
buf_4: 7
xor2_1: 6
nor2b_1: 6
inv_1: 5
or3_1: 5
nand4_1: 5
nor3_1: 4
## critical path, stage by stage (launching register included)
cell and delay, ns:
dfrtp_1 0.42, or4_4 0.56, nor4_4 0.33, nand2b_1 0.17
clkdlybuf4s50_1 0.43
## routing by layer
| layer | GRT usage | part of all wire | vias to the layer above |
|---|---|---|---|
| li1 | - | - | 1980 |
| met1 | 0.248 | 0.47 | 1838 |
| met2 | 0.261 | 0.48 | 114 |
| met3 | 0.0122 | 0.039 | 9 |
| met4 | 0.0158 | 0.012 | 0 |
| met5 | 0 | 0 | - |
## flip-flops by register name (all words and copies together), names as in the netlist
register	flops
i2s_rx_inst.pdata	32
i2s_rx_inst.pldout	32
i2s_rx_inst.prdout	32
i2s_tx_inst.piso	32
i2s_clk_inst.lrck_cnt	11
i2s_clk_inst.sclk_cnt	11
i2s_rx_inst.cnt	6
i2s_tx_inst.lrck_d1	1
i2s_tx_inst.lrck_d2	1
## cell families after synthesis
group	after synthesis	synth area share
multiplexers	32	0.0545
buffers and inverters	31	0.0206
flip-flops	158	0.666
AND/OR/NAND/NOR	138	0.126
adder cells (fa/ha/maj)	8	0.0170
AND-OR/OR-AND	106	0.0911
XOR/XNOR	17	0.0253
## per-stage QoR
| stage | instance area [um^2] | cells |
|---|---|---|
| after floorplan | 5880 | 490 |
| after global placement | 7390 | 785 |
| after detailed placement | 7390 | 785 |
| after CTS | 7480 | 789 |
| after global routing | 7480 | 789 |
| final | 7480 | 789 |
## final timing paths
kind,from,end,slack (ns),cells past startpoint
setup / recovery,i2s_clk_inst.sclk_cnt[6],sclk,1.92,4
hold / removal,i2s_clk_inst.lrck_cnt[0],i2s_clk_inst.lrck_cnt[0],0.46,1
setup reg to reg,i2s_clk_inst.sclk_cnt[6],i2s_clk_inst.sclk_cnt[2],3.51,3
hold reg to reg,i2s_clk_inst.lrck_cnt[0],i2s_clk_inst.lrck_cnt[0],0.46,1
max in group asynchronous,arstn,i2s_clk_inst.lrck_cnt[6],3.76,2
min in group asynchronous,arstn,i2s_clk_inst.lrck_cnt[9],1.13,2
## power by group through the flow
| stage | sequential (uW) | clock [uW] | combinational (uW) |
|---|---|---|---|
| finish | 175 | 176 | 66.3 |
| global route | 174 | 187 | 72.0 |
| CTS | 175 | 179 | 67.7 |
## area by class of cell
class,instances,area (um^2),share of cell area
multi-input cells,301,1850,0.247
repair buffers,140,1380,0.185
well taps,180,225,0.0301
clock buffers,4,88.8,0.0119
inverters,6,22.5,0.00301
flip-flops and latches,158,3920,0.523
Power is estimated from default activity; no workload was simulated.
